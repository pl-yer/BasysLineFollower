==> design/flow/design.v <==
`timescale 1ns / 1ps
module clock_managment_unit(
    input wire clk,
    input wire rst,
    output wire clk_100MHz,
    output wire clk_40MHz,
    output wire clk_1KHz
    );
    frequency_divider 
    #(
        .freq(1000)
    )    
    my_1K_divider(
        .clk100MHz(clk),
        .rst(rst),
        .clk_div(clk_1KHz)
    );
    frequency_divider 
    #(
        .freq(40000000)
    )    
    my_40M_divider(
        .clk100MHz(clk),
        .rst(rst),
        .clk_div(clk_40MHz)
    );
     assign clk_100MHz =clk;
endmodule
`timescale 1ns / 1ps
module frequency_divider
    # ( parameter
        freq = 1000
    )
    (
        input  wire clk100MHz,  
        input  wire rst,        
        output reg  clk_div     
    );
    localparam LOOP_COUNTER_AT = 100_000_000 / freq / 2 ;
    reg [clog2(LOOP_COUNTER_AT)-1:0] count;
    always @( posedge(clk100MHz), posedge(rst) )
    begin
        if(rst)
        begin : counter_reset
            count   <= #1 0;
            clk_div <= #1 1'b0;
        end
        else
        begin : counter_operate
            if (count == (LOOP_COUNTER_AT - 1))
            begin : counter_loop
                count   <= #1 0;
                clk_div <= #1 ~clk_div;
            end
            else
            begin : counter_increment
                count   <= #1 count + 1;
                clk_div <= #1 clk_div;
            end
        end
    end
    function integer clog2(input integer number);
        begin
            clog2 = 0;
            while (number)
            begin
                clog2  = clog2 + 1;
                number = number >> 1;
            end
        end
    endfunction
endmodule
`timescale 1ns / 1ps
module main(
    input wire clk,
    input wire rst,
    input wire [3:0] sensor,
    input wire [2:0] sw,
    output wire [1:0] servo
    );
wire [7:0] Servo_R;
wire [7:0] Servo_L;
wire clk_40MHz;
wire clk_1KHz;
wire clk_100MHz;
wire [10:0] pid_output, position;
servo_handler my_servo (
    .clk(clk_1KHz),
    .rst(rst),
    .servo_l(Servo_L),
    .servo_r(Servo_R),
    .pid_output(pid_output)
);       
servo_to_PWM my_PWM(
    .clk(clk_100MHz),
    .rst(rst),
    .servo_L(Servo_L),
    .servo_R(Servo_R),
    .PWM_L(servo[0]),
    .PWM_R(servo[1])
);
clock_managment_unit my_clk(
.clk(clk),
.rst(rst),
.clk_100MHz(clk_100MHz),
.clk_40MHz(clk_40MHz),
.clk_1KHz(clk_1KHz)
);
pid my_pid(
    .kp_sw(sw[0]),
    .ki_sw(sw[1]),
    .kd_sw(sw[2]),
    .clk(clk_40MHz),
    .rst(rst),
    .position(position),
    .pid_output(pid_output)
);
sensor_handler my_sensors(
    .clk(clk_100MHz),
    .rst(rst),
    .sensors(sensor),
    .position(position)
);
endmodule
`timescale 1ns / 1ps
module pid(
    input wire clk,
    input wire rst,
    input wire [10:0] position,
    input wire kp_sw, ki_sw, kd_sw,  
    output reg [10:0] pid_output
    );
reg signed [10:0] error, error_nxt, error_sum, error_sum_nxt, error_dif, error_dif_nxt, error_prev;
reg signed [12:0] p, p_nxt, i, i_nxt, d, d_nxt;
reg signed [10:0] output_loaded_nxt, output_buf, output_buf_nxt;
localparam  
    K_P      = 1,
    K_P_DEN  = 2,
    K_I      = 5,
    K_I_DEN  = 100,
    K_D      = 1,
    K_D_DEN  = 200,
    TIME_DIV = 100;
always @(posedge clk) begin
    if(rst) begin
        error         <= 0;
        error_sum     <= 0;
        error_dif     <= 0;
        error_prev    <= 0;
        p             <= 0;
        i             <= 0;
        d             <= 0;
        output_buf    <= 0;
        pid_output    <= 0;
    end
    else begin 
        error         <= error_nxt;
        error_sum     <= error_sum_nxt;
        error_dif     <= error_dif_nxt;
        error_prev    <= error;
        p             <= p_nxt;
        i             <= i_nxt;
        d             <= d_nxt;
        output_buf    <= output_buf_nxt;
        pid_output    <= output_loaded_nxt;
    end
end
always @(*) begin
    error_nxt = 500 - position;
    error_sum_nxt = (error == 0) ? 0 : (error_sum + error);
    error_dif_nxt = error - error_prev;
    p_nxt = kp_sw ? (K_P * error)/K_P_DEN : 0;
    i_nxt = ki_sw ? (K_I * error_sum)/(TIME_DIV * K_I_DEN) : 0;
    d_nxt = kd_sw ? (K_D * error_dif * TIME_DIV)/K_D_DEN : 0;
    output_buf_nxt = p + i + d + 500;
    if(output_buf < 0) output_loaded_nxt = 0;
    else if(output_buf > 1000) output_loaded_nxt = 0;
    else output_loaded_nxt = output_buf;
end
endmodule
`timescale 1ns / 1ps
module sensor_handler(
    input wire clk,
    input wire rst,
    input wire [3:0] sensors,
    output reg [10:0] position
    );
reg [10:0] position_nxt;
always @(posedge clk) begin
    if(rst)
        position <= 0;
    else 
        position <= position_nxt;
end
always @(*) begin
    case(sensors)
    4'b1001:    position_nxt = 500;
    4'b0111:    position_nxt = 1000;
    4'b0011:    position_nxt = 750;
    4'b1110:    position_nxt = 1;
    4'b1100:    position_nxt = 250;
    4'b1011:    position_nxt = 625;
    4'b1101:    position_nxt = 375;
    4'b0001:    position_nxt = 666;
    4'b1000:    position_nxt = 333;
    default:    position_nxt = 1023;    
endcase
end
endmodule
`timescale 1ns / 1ps
module servo_handler(
    input  wire clk,
    input  wire rst,
    input  wire [10:0] pid_output,
    output reg  [7:0] servo_l,
    output reg  [7:0] servo_r
    );
reg [7:0] servo_l_nxt;
reg [7:0] servo_r_nxt;
reg [3:0] state,state_nxt;
reg [20:0] counter,counter_nxt;
reg [10:0] pid_buf;
localparam        
    idle              = 3'b000,
    turn_left         = 3'b001,
    turn_right        = 3'b010,
    stop              = 3'b111,
    servo_l_on        = 8'd157,
    servo_r_on        = 8'd137,
    servo_off         = 1'd0;
always @(posedge clk) begin
    if(rst) begin
        servo_l <=0;
        servo_r <=0;
        state   <=0;
        counter <=0;
        pid_buf <=0;
    end
    else begin
        servo_l <= servo_l_nxt;
        servo_r <= servo_r_nxt;
        state   <= state_nxt;
        counter <= counter_nxt;
        pid_buf <= pid_output;
    end
end
always @(*) begin
    servo_l_nxt = 0;
    servo_r_nxt = 0;
    counter_nxt = 0;
    case (state)
        idle: begin 
            counter_nxt=0;          
            if(pid_buf == 239) begin
                state_nxt =stop;
            end
            else if(pid_buf > 500) begin
                state_nxt=turn_left;
            end  
            else if(pid_buf < 500) begin
                state_nxt=turn_right;
            end
            else begin
                state_nxt=idle;
                servo_l_nxt = servo_l_on;
                servo_r_nxt = servo_r_on; 
            end    
        end      
        turn_right: begin
            counter_nxt=counter+1;
            servo_l_nxt = servo_l_on;
            servo_r_nxt =servo_off;
            if(counter >= pid_buf)
                state_nxt=idle;
            else
                state_nxt=turn_right;
        end
        turn_left: begin
            counter_nxt=counter+1;
            servo_l_nxt = servo_off;
            servo_r_nxt =servo_r_on;
            if(counter >= pid_buf - 500)
                state_nxt=idle;
            else
                state_nxt=turn_left;
        end
        stop: begin
            servo_l_nxt = servo_off;
            servo_r_nxt =servo_off;
            if(pid_buf == 239)
                state_nxt =stop;
            else 
                state_nxt=idle;
        end     
        default: state_nxt=idle;        
    endcase    
end
endmodule
`timescale 1ns / 1ps
module servo_to_PWM(
   input wire clk,
   input wire rst,
   input wire [7:0] servo_L,
   input wire [7:0] servo_R,
   output reg PWM_L,
   output reg PWM_R
   );
reg PWM_L_nxt;
reg PWM_R_nxt;
reg [19:0] counter,counter_nxt;
reg [20:0] servo_l_mul,servo_r_mul;
reg [7:0] servo_L_buf, servo_R_buf;
always@ (posedge clk) begin
   if(rst) begin
      counter <=0;
      PWM_L   <=0;
      PWM_R   <=0;
   end
   else begin
      counter <=counter_nxt;
      PWM_L   <=PWM_L_nxt;
      PWM_R   <=PWM_R_nxt;
   end
end 
always @* begin
   servo_l_mul =servo_L *1000;
   servo_r_mul =servo_R *1000;
   counter_nxt = counter+1;
   if(counter > 1000000) begin
      counter_nxt=0;
   end
   if(counter > servo_l_mul) begin
      PWM_L_nxt=0;
   end
   else begin
      PWM_L_nxt =1;
   end
   if(counter >servo_r_mul) begin
      PWM_R_nxt=0;
   end
   else begin
      PWM_R_nxt =1;
   end
end 
endmodule
==> design/flow/run.sh <==
#!/bin/bash
# OpenROAD 26Q1-2900-gdf79404cd8, Yosys 0.63+post, stock flow scripts
make -C /OpenROAD-flow-scripts/flow DESIGN_CONFIG=/design/flow/config.mk WORK_HOME=/design/flow/orfs finish
==> design/flow/config.mk <==
export PLATFORM = sky130hd
export DESIGN_NAME = main
export DESIGN_NICKNAME = main
export VERILOG_FILES = /design/flow/design.v
export SDC_FILE = /design/flow/constraint.sdc
export NUM_CORES = 4
export LEC_CHECK = 1
export CORE_UTILIZATION = 50
==> design/flow/constraint.sdc <==
current_design main

set clk_period 5.2
set clk_io_pct 0.2

create_clock -name clk0 -period $clk_period [get_ports {clk}]

set non_clock_inputs [all_inputs -no_clocks]
set_input_delay [expr $clk_period * $clk_io_pct] -clock clk0 $non_clock_inputs
set_output_delay [expr $clk_period * $clk_io_pct] -clock clk0 [all_outputs]
==> metrics.csv <==
metric,value,unit
status,finished clean,
cts_buffers,5,
min_from,my_clk.my_1K_divider.count[0]$_DFF_PP0_,
slowest_delay,0.47,ns
crit_path_end_kind,flip-flop,
r2r_start,my_PWM.counter[6]$_SDFF_PP0_,
htreeDepth,2,
antenna_found_initial,0,
fin_crit,2.53,ns
die_h,181,microns
grt_use_total,0.231,
xor_share,0.0977,
ys_async_sr_fraction,0.0963,
enable_flop_cells,0,
worst-path-buf-inv,0,
cp.arrival,2.75,ns
num_vias,13505,
fin_skew,0.00409,ns
drtIter0Drc,816,
die_x,181,microns
worst_hold_path_type,reg2reg,
fmax,396,MHz
untimed_endpoints,136,
ys_warn_count,6,
setup_slack,2.67,ns
grt_max_degree,74,
grt_overflow_total,0,
dr_wl_met3,1310,microns
ys_seq_share,0.239,
dr.pass1.iters,5,
cts_buffer_depth,2,
muxShareOfSynthArea,0.0120,
final.period_utilization,0.486,
synth_area_per_cell,8.33,sq um
yosysTopAreaCell,dfxtp_1,
yosys.cell_types.count,122,
root_buffer,clkbuf_16,
wl_met2,15300,microns
vias_per_cell,5.87,
startpoint_type,flip-flop,
route.detailed.drc,0,
hold_violations,0,
synth_top_flop_cell,dfxtp_1,
place_congestion,0.924,
syn_area,0.0161,sq mm
ctsHoldBuffers,0,
core,0.0316,sq mm
tightest_slew,0.909,ns
finalSetupTns,0,ns
unclocked_regs,137,
rrSetupSlack,2.67,ns
ctsResizeCount,0,
ir_drop,0.135,mV
clk_pin_slew_worst_paths,0.06,ns
routed_wl,36000,microns
topCombFamilyByArea,AND-OR/OR-AND gates,
min_path_cells,1,
p_leak,6.83,nW
fp_util,0.509,
relSlewSlack,0.378,
dieArea,0.0328,sq mm
ant_nets,0,
wl_per_cell,15.6,microns
syn_inst,1927,
adder_share,0.151,
worstRegToRegCells,8,
synthAoiAreaFrac,0.233,
ys_area,0.0161,sq mm
crit_required,5.42,ns
r2r_end,my_PWM.PWM_L$_SDFF_PP0_,
insertion_delay,0.28,ns
pre_cts_ws,2.49,ns
whs_endpoint,my_clk.my_1K_divider.count[0]$_DFF_PP0_,
dp_hpwl,29100,microns
dpl-instance-area,0.0165,sq mm
yosys_cells,1927,
grt_pass1_wl,62100,microns
synth_flops,187,
criticalPathCategory,reg2reg,
path_delay_family,AND-OR/OR-AND gates,
io_pins,11,
critPathMaxFanout,8,
synth_top_area_share,0.211,
cts_tree,done,
p_per_area,48.3,mW/mm^2
cap_violations,0,
slew_viol_final,0,
ys_sh_simple,0.224,
openroad.warnings,41,
met1Wirelength,19100,microns
fp-row-count,65,
synthTopCellsByArea,"dfxtp_1, ha_1, xnor2_1",
setup_violations,0,
rsz0062_at_grt,no,
antenna_cells,0,
post-cts-setup-buffer-count,0,
drive_gt1_frac,0.0522,
grt_pass1_vias,12517,
hold_slack,0.461,ns
slowest_stage,dfxtp_1,
syn2layout_area_growth,3.58,%
cp_cell_sequence,"ha_1, a211o_1, a211o_1, a2111oi_0, o21ai_0, a2111oi_0, a41oi_1, nor2_1",
final_cell_area,0.0166,sq mm
top_layer,met4,
io_buffers,10,
## Yosys cell counts, drive strengths merged, types with 6 or more instances
cell and instances:
a2111oi 17, a211o 11, a211oi 17, a21boi 6, a21o 37, a21oi 111
a221oi 10, a2bb2oi 7, a31oi 16, and2 30, and3 33, and4 8
buf 17, clkbuf 45, dfrtp 18, dfxtp 169, fa 23, ha 157
inv 107, mux2i 11, nand2 102, nand2b 22, nand3 69, nand4 23
nor2 212, nor2b 50, nor3 45, nor4 24, o2111ai 11, o211a 11
o211ai 16, o21a 17, o21ai 92, o21bai 13, o22a 6, o311a 6
o31ai 18, o41ai 7, or2 19, or3 24, or4 21, xnor2 108
xor2 65
## report_power, final
| group | internal, mW | switching (mW) |
|---|---|---|
| Clock | 0.176 | 0.135 |
| Sequential | 0.397 | 0.0100 |
| Combinational | 0.0357 | 0.0501 |
| Total | 0.608 | 0.195 |
## state kept, by name, summed over array words and instances (netlist names), 4 cells and up
| signal | flops |
|---|---|
| my_pid.error_sum | 11 |
| my_PWM.counter | 20 |
| my_pid.pid_output | 11 |
| my_pid.d | 11 |
| my_sensors.position | 10 |
| my_pid.error_prev | 11 |
| my_pid.i | 11 |
| my_pid.output_buf | 11 |
| my_servo.counter | 21 |
| my_pid.error | 11 |
| my_servo.pid_buf | 11 |
| my_clk.my_1K_divider.count | 16 |
| my_pid.p | 11 |
| my_pid.error_dif | 11 |
| my_servo.state | 4 |
## worst max path at each step
| stage | slack [ns] | startpoint | to | cells past startpoint |
|---|---|---|---|---|
| after CTS | 2.66 | my_PWM.counter[6]$_SDFF_PP0_ | my_PWM.PWM_L$_SDFF_PP0_ | 8 |
| after global routing | 2.56 | my_PWM.counter[6]$_SDFF_PP0_ | my_PWM.PWM_L$_SDFF_PP0_ | 8 |
| final | 2.67 | my_PWM.counter[6]$_SDFF_PP0_ | my_PWM.PWM_L$_SDFF_PP0_ | 8 |
## kinds of logic (layout without fill, tap and decap cells)
logic type,count (synthesis),after routing
flops,187,187
xor+xnor,173,173
other cells,2,2
fa+ha+maj,180,180
simple gates,700,700
compound gates,499,499
mux,17,17
buf+inv,169,139
## placed cells by master (no fill, tap or decap), types with 13 or more instances in the layout
master    count
fa_1         23
dfrtp_1      17
nand2b_1     22
nand4_1      23
o21a_1       16
a211oi_1     13
o21bai_1     13
or4_1        19
nand2_1     102
inv_1       107
nor3_1       43
ha_1        157
a21o_1       37
a21oi_1     108
or3_1        23
nor2b_1      50
dfxtp_1     169
o21ai_1      18
and3_1       33
nor2_1      208
buf_4        14
o31ai_1      17
nand3_1      69
a31oi_1      15
nor4_1       23
and2_1       29
xnor2_1     102
o21ai_0      72
xor2_1       64
## cell type report
cell class              instances  area [sq um]
clock buffers                   5           125
repair buffers                 24           200
multi-input cells            1571         11500
inverters                     107           402
flip-flops and latches        187          3830
well taps                     402           503
clock inverters                 3          16.3
fillers                      2982         14900
## metrics by stage
| step | util | std cells | total power [mW] |
|---|---|---|---|
| 5_1_grt | 0.527 | 2299 | 0.847 |
| 3_3_place_gp | 0.522 | 2291 | 0.501 |
| 3_5_place_dp | 0.522 | 2291 | 0.502 |
| 4_1_cts | 0.527 | 2299 | 0.815 |
| 2_1_floorplan | - | 1927 | 0.475 |
| 6_report | 0.527 | 2299 | 0.803 |
## metal layers
metal  vias to the layer above  GRT usage
met3                        29     0.0142
li1                       6978          -
met5                         -          0
met1                      6244      0.384
met4                         0     0.0169
met2                       254      0.350
Power is estimated from default activity; no workload was simulated.
